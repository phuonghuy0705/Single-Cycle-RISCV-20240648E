==> design/flow/design.v <==
module alu (
    input  wire [31:0] operand_a,
    input  wire [31:0] operand_b,
    input  wire [3:0]  alu_op, 
    output reg  [31:0] result,
    output reg         zero_flag,
    output reg         sign_flag,
    output reg         carry_flag,
    output reg         overflow_flag
);
    localparam OP_ADD  = 4'b0000;
    localparam OP_SUB  = 4'b0001;
    localparam OP_AND  = 4'b0010;
    localparam OP_OR   = 4'b0011;
    localparam OP_XOR  = 4'b0100;
    localparam OP_SLL  = 4'b0101;
    localparam OP_SRL  = 4'b0110;
    localparam OP_SRA  = 4'b0111;
    localparam OP_SLT  = 4'b1000;
    localparam OP_SLTU = 4'b1001;
    reg [32:0] temp_result;
    always @(*) begin
        carry_flag     = 1'b0;
        overflow_flag  = 1'b0;
        sign_flag      = 1'b0;
        result         = 32'b0;
        case (alu_op)
            OP_ADD: begin
                temp_result = {1'b0, operand_a} + {1'b0, operand_b};
                result = temp_result[31:0];
                carry_flag = temp_result[32]; 
                overflow_flag = (~operand_a[31] & ~operand_b[31] & result[31]) | 
                                ( operand_a[31] &  operand_b[31] & ~result[31]);
            end
            OP_SUB: begin
                temp_result = {1'b0, operand_a} - {1'b0, operand_b};
                result = temp_result[31:0];
                carry_flag = temp_result[32]; 
                overflow_flag = ( operand_a[31] & ~operand_b[31] & ~result[31]) | 
                                (~operand_a[31] &  operand_b[31] &  result[31]);
            end
            OP_AND:  result = operand_a & operand_b;
            OP_OR:   result = operand_a | operand_b;
            OP_XOR:  result = operand_a ^ operand_b;
            OP_SLL:  result = operand_a << operand_b[4:0];
            OP_SRL:  result = operand_a >> operand_b[4:0];
            OP_SRA:  result = $signed(operand_a) >>> operand_b[4:0];
            OP_SLT:  result = ($signed(operand_a) < $signed(operand_b)) ? 32'b1 : 32'b0;
            OP_SLTU: result = (operand_a < operand_b) ? 32'b1 : 32'b0;
            default: result = 32'b0;
        endcase
        zero_flag = (result == 32'b0);
        sign_flag = result[31]; 
    end
endmodule
==> design/flow/run.sh <==
#!/bin/bash
# OpenROAD 26Q1-2900-gdf79404cd8, Yosys 0.63+post, stock flow scripts
make -C /OpenROAD-flow-scripts/flow DESIGN_CONFIG=/design/flow/config.mk WORK_HOME=/design/flow/orfs finish
==> design/flow/config.mk <==
export PLATFORM = sky130hd
export DESIGN_NAME = alu
export DESIGN_NICKNAME = alu
export VERILOG_FILES = /design/flow/design.v
export SDC_FILE = /design/flow/constraint.sdc
export NUM_CORES = 4
export LEC_CHECK = 1
export CORE_UTILIZATION = 50
==> design/flow/constraint.sdc <==
current_design alu

set clk_period 20.4
set clk_io_pct 0.2

create_clock -name clk0 -period $clk_period

set non_clock_inputs [all_inputs -no_clocks]
set_input_delay [expr $clk_period * $clk_io_pct] -clock clk0 $non_clock_inputs
set_output_delay [expr $clk_period * $clk_io_pct] -clock clk0 [all_outputs]
==> results.toml <==
# flow metrics
[run_status]
status = "finished clean"

[layout]
design.seq.count = 0
layout_top_cell = "nor2_1"
fillers = 1878
clkbuf_count = 0
layout-drive-gt1-share = 0.104
layout.area.comb_um2 = 8970
synthToLayoutAreaGrowth_pct = 10.3
fin_area_um2 = 11000
final_util = 0.564
seq_area_um2 = 0
final_cell_mix = "nor2_1, a21oi_1, nand2_1"

[floorplan]
initCoreUtil = 0.511
die-area_um2 = 20500
ios = 104
core_area_um2 = 19500
rows = 51
die_h_um = 143
die_w_um = 143

[flow_run]
max_cap_violations = 0
openroad.warnings = 100

[place]
port_buffers = 104
placed_cell_area_um2 = 11000
hpwl_mm = 36.8
place_congestion = 1.14

[pwr]
power_switching_w = 0.000193
clock_power_share = 0
p_int_w = 0.000123
ir_drop_mv = 0.0156
p_comb_frac = 1.000
seq_power_share = 0
power_leakage_nw = 4.53
switching_share = 0.611
pwr_density_cell_nw_per_um2 = 28.8

[clocking]
cts_setup_buffers = 0
cts_resized = 0
postCtsHoldBufs = 0

[route]
routed-via-count = 12100
routed_via_density = 7.17
drt-pass1-iter-count = 8
route.detailed.drc = 0
wl_per_cell_um = 28.2
drt_wl_total_mm = 47.7
ant_nets = 0
antennaDiodeCount = 0
first_iter_violations = 1676

[yosys]
synthCells = 1409
ys_types = 85
syn-cell-area_um2 = 9940
ys_seq_frac = 0
syn_avg_cell_area_um2 = 7.06
ys_cells = 1409
synth_chip_area_um2 = 9940
yosys_warnings = 1

[critical_path]
crit_arrival_ns = 10.60
critPathMaxFanout = 35
start_kind = "primary input"
crit_required_ns = 16.32
endpoint_kind = "output pin"
crit_type = "primary input to output pin"

[timing]
rsz0062_at_grt = "false"
finalHoldViolCount = 0
finalCriticalPeriod_ns = 14.68
tightest_slew_ns = 1.15
fin_crit_sh = 0.720
slew_violations = 0
finalSetupTns_ns = 0
setup_viol_count_final = 0
slew_headroom = 0.211
fmax_mhz = 68.1
whs_ns = 9.35

[global_route]
grt_usage = 0.473
grt_pass1_wl_mm = 69.6
grt_pass1_vias = 10700
antenna_found_initial = 2
grt_max_degree = 69
grt-ovfl-total = 0

[min_path]
whs_path_depth = 6
min_delay_worst_endpoint = "result[2]"
hp-class = "primary input to output pin"
holdCritStartpoint = "operand_b[3]"
## cells by family (layout without fill, tap and decap cells)
kind of cell / count (synthesis) / count (layout) / synth area share
adders and majority gates: 101 / 101 / 0.129
AOI/OAI and AO/OA: 474 / 474 / 0.327
xor gates and xnor gates: 17 / 17 / 0.0150
buffers and inverters: 225 / 241 / 0.101
muxes: 141 / 141 / 0.214
and+or+nand+nor: 451 / 451 / 0.215
## stage by stage
step / cells / setup slack [ns] / power [W]
5_1_grt: 1690 / 5.63 / 0.000332
6_report: 1690 / 5.72 / 0.000316
2_1_floorplan: 1409 / 8.43 / 0.000190
4_1_cts: 1690 / 6.10 / 0.000302
3_3_place_gp: 1690 / 6.38 / 0.000302
3_5_place_dp: 1690 / 6.11 / 0.000301
## critical path: stages
cell	delay, ns
clkdlybuf4s50_1	0.45
buf_4	0.37
clkinv_1	0.73
ha_1	0.80
inv_1	0.15
a211oi_1	0.37
a21oi_1	0.11
a211oi_1	0.49
o21ai_0	0.29
a221oi_1	0.29
nor2_1	0.08
a2111oi_0	0.99
o2111ai_1	0.23
or4_1	0.50
nor4_2	0.15
clkdlybuf4s50_1	0.49
## cells in the mapped netlist (28+ instances only)
cell / number / area, µm²
clkbuf_1: 69 / 259
nor2_1: 160 / 601
a21oi_1: 114 / 571
a211oi_1: 38 / 285
nand2_1: 107 / 402
nand3_1: 42 / 210
nor3_1: 35 / 175
ha_1: 99 / 1240
inv_1: 97 / 364
o21ai_0: 73 / 365
mux4_2: 49 / 1100
mux2_2: 28 / 315
mux2i_1: 59 / 591
## how the worst max path moves through the flow
| stage | startpoint | to | slack [ns] | cells past startpoint |
|---|---|---|---|---|
| CTS | operand_b[4] | zero_flag | 6.10 | 16 |
| global route | operand_b[4] | zero_flag | 5.63 | 16 |
| finish | operand_b[4] | zero_flag | 5.72 | 16 |
## power groups by stage
stage	registers (W)	clock network [W]	logic [W]
4_1_cts	0	0	0.000302
5_1_grt	0	0	0.000332
6_report	0	0	0.000316
## routing by layer
metal | GRT usage | vias to the layer above | share of wire
met5 | 0 | - | 0.0012
met1 | 0.669 | 5579 | 0.39
met2 | 0.628 | 983 | 0.39
met3 | 0.198 | 176 | 0.16
met4 | 0.197 | 4 | 0.052
li1 | - | 5367 | -
## area by class of cell
| class | count | share of cell area |
|---|---|---|
| timing repair buffer | 138 | 0.117 |
| multi-input combinational | 1184 | 0.818 |
| tap | 265 | 0.0302 |
| inverter | 103 | 0.0352 |
Power and IR drop assume default switching activity.
