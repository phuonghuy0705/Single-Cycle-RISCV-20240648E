===== design/flow/config.mk =====
export PLATFORM = sky130hd
export DESIGN_NAME = data_memory
export DESIGN_NICKNAME = data_memory
export VERILOG_FILES = /design/flow/design.v
export SDC_FILE = /design/flow/constraint.sdc
export NUM_CORES = 4
export LEC_CHECK = 1
export CORE_UTILIZATION = 30
export SYNTH_MEMORY_MAX_BITS = 65536

===== design/flow/constraint.sdc =====
current_design data_memory

set clk_period 33.9
set clk_io_pct 0.2

create_clock -name clk0 -period $clk_period [get_ports {clk}]

set non_clock_inputs [all_inputs -no_clocks]
set_input_delay [expr $clk_period * $clk_io_pct] -clock clk0 $non_clock_inputs
set_output_delay [expr $clk_period * $clk_io_pct] -clock clk0 [all_outputs]

===== design/flow/design.v =====
module data_memory #(
    parameter DATA_MEM_DEPTH = 256) 
(
    input wire        clk,
    input wire        mem_read_en, 
    input wire        mem_write_en, 
    input wire [31:0] address,     
    input wire [31:0] write_data, 
    output reg [31:0] read_data   
);
    reg [31:0] data_mem [0:DATA_MEM_DEPTH-1];
    integer j;
    always @(posedge clk) begin
        if (mem_write_en) begin
            data_mem[address >> 2] <= write_data; 
        end
    end
    always @(*) begin
         if (mem_read_en) begin
             read_data = data_mem[address >> 2];
         end else begin
             read_data = 32'b0; 
         end
    end
    initial begin
         for (j = 0; j < DATA_MEM_DEPTH; j = j + 1) begin
             data_mem[j] = 32'b0;
         end
    end
endmodule

===== design/flow/run.sh =====
#!/bin/bash
# OpenROAD 26Q1-2900-gdf79404cd8, Yosys 0.63+post, stock flow scripts
make -C /OpenROAD-flow-scripts/flow DESIGN_CONFIG=/design/flow/config.mk WORK_HOME=/design/flow/orfs finish

==> summary.txt <==
run results: placed cells=29300, H-Tree Depth=6, Largest regs=data_mem: 8192 flops, drt pass-1 iters=6, max_cap viols=0, Post-synth EDFFs=8192, outcome=complete, no violations, met3 Track Usage GR=17.5%, Wirelength per Cell=28.9 um, yosys cell count=roughly 15000, Iteration-0 DRC Markers=slightly above 10000, RSZ-0062 raised after global routing=no, initial antenna violation count=53, largest net degree at the start of global routing=91, clock sink count=8192, register area share after synthesis=78.3%, Final ANT Viol Nets=0, first-pass GRT wire length=approximately 1200000 um, CP max stage delay=0.71 ns, CTS clk-pin slew, worst paths=0.06 ns, row cnt=375, P per Cell Area=57.2 nW/um^2, DPL Wire Length=515000 um, fin crit period=21.45 ns, most numerous logic cells after layout=edfxtp_1, mux2i_1, mux4_2, setup bufs post-CTS=0, met2 Resource Use GR=25.6%, Via density=5.08, IO Port Bufs=74, crit path kind=primary input to primary output, Hold Fails Final Rpt=0, Core Box Area=1040000 um^2, type of destination of the critical path=primary output, post-CTS resize count=0, fp util=a little under a third, CTS tree=built, GRT overflow=0, Hold Path Class=primary input to register, M1 GR Usage=17.8%, Synth async-reset ratio=0%, Routed WL=889000 um, Max IR drop VDD=approximately 0.000057 V, slew margin rel.=23.5%, Worst Path Max Fanout=about 86, WP data required=27.12 ns, Yosys chip area=314000 um^2, syn_area_per_cell=20.5 um^2, Largest register FFs=slightly above 8000, distinct cell type count after synthesis=56, Slowest-stage cell, CP=nor4_1, Crit path arrival time=14.67 ns, GRT Util Overall=17.9%, CTS Root Cell=clkbuf_16, Worst Tran Pin Value=roughly 1.1 ns, HP Start=write_data[18], cell count after synthesis=15300, vias in the first global route=169000, worst-case clock buffer depth=4, Synthesized registers=just over 8000, Log Warnings=50, Sum Neg Setup Slack=0 ns, grt peak-use layer=met2, Max Clk Rate=0.0466 GHz, I/O pin cnt=99, fin. max-slew vios=0, ys flop type=edfxtp_1, hold_buf cts=0, layout cells sized above 1=22.8%, post-route insts no fill=30800, Reg with most FFs=data_mem, area of the mapped netlist=314000 um^2, critical path startpoint category=primary input, worst-path cell chain=buf_16 > buf_4 > buf_4 > buf_4 > buf_4 > buf_4 > buf_4 > buf_4 > mux2i_1 > o22ai_1 > nor4_1 > nand4_1 > a21oi_1 > a2111oi_2 > buf_4 > clkdlybuf4s50_1, number of CTS-inserted buffers=805, die width=1030 um, leak pwr=113 nW, final period utilization=63.3%, most frequent logic cell in the layout=edfxtp_1, die height=1030 um, drt drc=0, DR vias=156000, Most common cell on crit path=buf_4, yosys warns=1, total power=20.8 mW, routability cong.=0.888, Die Size=1050000 um^2, Area Overhead vs Synth=15.4%, Crit. Startpoint=address[3], Final setup viols=0
## through the flow
step	instance area [um^2]	hold slack [ns]	util (%)	setup WS, ns
global placement	337000	7.17	32.3	12.15
detailed placement	337000	7.18	32.3	12.18
finish	363000	6.03	34.8	12.45
floorplan	314000	6.88	-	18.22
global route	362000	6.00	34.8	11.79
CTS	362000	5.94	34.7	12.18
## cell usage after synthesis (8+ instances only)
cell       count  area [um^2]
edfxtp_1    8192       246000
mux2i_1     1418        14200
mux4_2      1154        26000
nor2_1       480         1800
o22ai_1      416         2600
a21oi_1      383         1920
clkbuf_1     378         1420
o21ai_0      349         1750
mux2_2       348         3920
buf_2        325         1630
nor2b_1      192         1200
a211oi_1     181         1360
nand3_1      181          906
nand2_1      167          627
a2111oi_0    155         1360
nand4_1      135          845
a221oi_1     126         1100
buf_4         98          736
nor4_1        82          513
a22oi_1       70          526
o221ai_1      62          543
buf_1         60          225
buf_6         54          608
nor3_1        37          185
and3_1        34          213
a22o_1        32          280
o211ai_1      31          233
or4_1         31          233
o32ai_1       30          263
a2111oi_1     27          270
nor4_2        13          163
and2_1         8         50.1
## per-layer routing
layer	vias up	part of all wire (%)
li1	65700	-
met1	78200	30
met2	10700	44
met3	1628	22
met4	84	3.9
met5	-	0.51
## cell families (layout without fill, tap and decap cells)
family          count (synthesis)  after routing  share of synthesized area, %
compound gates               1877           1877                          3.93
buf+inv                       927           2410                          1.51
flops                        8192           8192                          78.3
mux                          2920           2920                          14.0
other cells                     0             56                             0
simple gates                 1387           1387                          2.22
## final timing paths
check | to | cells after the start
worst min-delay path | data_mem[237][18]$_DFFE_PP_ | 1
worst max-delay path | read_data[19] | 16
## power by group
| group | switching [mW] | internal [mW] |
|---|---|---|
| clock | 3.79 | 4.78 |
| combinational | 0.708 | 0.308 |
| sequential | 0.00426 | 11.2 |
## critical path: cells and delay by family
family,cells,cell delay (ns)
AND/OR/NAND/NOR,2,1.22
buffers and inverters,10,5.33
multiplexers,1,0.26
AND-OR/OR-AND,3,0.77
## final cells by class
type / instances / area [um^2]
Antenna cell: 56 / 140
Inverter: 3 / 18.8
Clock inverter: 452 / 4190
Fill cell: 94900 / 680000
Clock buffer: 1009 / 21100
Timing Repair Buffer: 946 / 7710
Tap cell: 13900 / 17500
Multi-Input combinational cell: 6184 / 66000
Sequential cell: 8192 / 246000
Power figures rest on the tool's default switching activity, not on a simulated workload.
